`design/flow/config.mk`:
```
export PLATFORM = sky130hd
export DESIGN_NAME = seq_det
export DESIGN_NICKNAME = seq_det
export VERILOG_FILES = /design/flow/design.v
export SDC_FILE = /design/flow/constraint.sdc
export NUM_CORES = 4
export LEC_CHECK = 1
export CORE_AREA = 10 10 70 70
export DIE_AREA = 0 0 80 80
```
`design/flow/constraint.sdc`:
```
current_design seq_det

set clk_period 1.2
set clk_io_pct 0.2

create_clock -name clk0 -period $clk_period [get_ports {clk}]

set non_clock_inputs [all_inputs -no_clocks]
set_input_delay [expr $clk_period * $clk_io_pct] -clock clk0 $non_clock_inputs
set_output_delay [expr $clk_period * $clk_io_pct] -clock clk0 [all_outputs]
```
`design/flow/design.v`:
```
module seq_det (clk, rst, seq_in, det_out);
    input clk, rst, seq_in;
    output det_out;
    parameter IDLE = 4'b0001,
              S0   = 4'b0010,
              S1   = 4'b0100,
              S2   = 4'b1000;
    reg [3:0]current, next;
    always@(posedge clk)  
    begin
        if(rst)
            current <= IDLE;
        else
            current <= next;
    end
    always@(current, seq_in)  
        begin
            next = IDLE;  
            case ( current )
                IDLE: begin if(seq_in) next = S0; end
                S0:   begin if(seq_in) next = S1; end
                S1:   begin if(~seq_in) next = S2;
                              else next = S1;     end
                S2:   begin if(seq_in) next = S0; end
            endcase
        end
    assign det_out = (current == S2) ? 1:0;  
endmodule
```
`design/flow/run.sh`:
```
#!/bin/bash
# OpenROAD 26Q1-2900-gdf79404cd8, Yosys 0.63+post, stock flow scripts
make -C /OpenROAD-flow-scripts/flow DESIGN_CONFIG=/design/flow/config.mk WORK_HOME=/design/flow/orfs finish
```
==> metrics.log <==
[metrics] run summary
INFO  metric final-max-slew-violation-count = 0
INFO  metric synth-warning-count = 1
INFO  metric routed-via-count = 92
INFO  metric worst_pin_slew = 0.2034 ns
INFO  metric ys_chip_area = 131.4 um^2
INFO  metric clk_latency = approximately 0.24 ns
INFO  metric final.hold.worst_slack = 0.4674 ns
INFO  metric mappedNetlistArea = 131.4 um^2
INFO  metric cts_root_cell = clkbuf_4
INFO  metric syn2layout_area_growth = 82.86%
INFO  metric ys_sh_aoi = roughly 8.6%
INFO  metric largest-register = current
INFO  metric grt_setup_unrepaired = false
INFO  metric n_antenna_cell = 0
INFO  metric final_cell_mix = nor2_1, dfxtp_1, clkbuf_4
INFO  metric worstSetupPathType = reg2out
INFO  metric status = finished clean
INFO  metric worst_slew_margin_rel = 86.39%
INFO  metric via_count_of_the_first_global_routing_pass = 108
INFO  metric share_of_synthesized_area_occupied_by_flip_flops_and_latches = 60.95%
INFO  metric grt_max_degree = 4
INFO  metric ys_cells = 12
INFO  metric fp_util = 3.846%
INFO  metric start_kind = register
INFO  metric antenna_found_initial = 0
INFO  metric slowest_delay = 0.30 ns
INFO  metric top_regs = current: 4 flops
INFO  metric cts_made_buffers = 3
INFO  metric drt-vias-per-instance = 1.438
INFO  metric hold_path.class = reg2reg
INFO  metric gp_congestion = 0.6032
INFO  metric setup_total_negative_slack = 0 ns
INFO  metric crit_chain = dlygate4sd2_1
INFO  metric die_area = 6400 um^2
INFO  metric drive_gt1_share = 27.78%
INFO  metric globalRouteMet1Util = 1.668%
INFO  metric total_clock_sinks = 4
INFO  metric critPathSlowestCell = dfxtp_1
INFO  metric grt.total_usage = 1.159%
INFO  metric post_synth_num_cell_types = 5
INFO  metric cpLargestDelayFamily = flip-flops
INFO  metric timing.final.ws_setup = 0.1806 ns
INFO  metric clock_skew = 0.001795 ns
INFO  metric finalNonFillerCells = 64
INFO  metric count_of_warning_messages_emitted_by_the_tools = 25
INFO  metric cts_tree = done
INFO  metric timing.final.setup_violations = 0
INFO  metric placement_rows = 21
INFO  metric route.antenna.remaining_nets = 0
INFO  metric dp_worst_setup_slack = 0.07005 ns
INFO  metric cp.arrival = 0.78 ns
INFO  metric routedWlPerCell = 5.016 um
INFO  metric firstDrtPassIters = 1
INFO  metric drc_violation_count_after_routing = 0
INFO  metric synth-adder-area-share = 0%
INFO  metric cp_max_fo = 2
INFO  metric cp.buffers_inverters = 1
INFO  metric floorplan.die.height = 80 um
INFO  metric use_met3 = 1.591%
INFO  metric post_synth_inst_count = 12
INFO  metric cap_viol_max_count = 0
INFO  metric place_inst = 61
INFO  metric largest_register_ffs = 4
INFO  metric dieWidth = roughly 80 um
INFO  metric boundaryPins = 4
INFO  metric synth.mux.area_fraction = 0%
INFO  metric period_used_share = 84.95%
INFO  metric layout.core_utilization = 7.033%
INFO  metric groute.layer.met2.usage = 0.7223%
INFO  metric critical_path.endpoint_type = primary output
INFO  metric synth.logic.top_family = simple AND/OR/NAND/NOR gates
INFO  metric peakVddDrop = 454.5 uV
INFO  metric cts-htree-levels = 1
INFO  metric pd_cells = 1395 nW/um^2
INFO  metric buffer_ports.inserted = 3
INFO  metric drt_iter0_drc = 0
INFO  metric cp_data_required_time = around 0.96 ns
INFO  metric finalHoldViolCount = 0
INFO  metric power_leakage = ~0.085 nW
INFO  metric post_detailed_routing_wire_length = 321 um
INFO  metric max_freq = 981.0 MHz
INFO  metric layout.cells.most_common = nor2_1
INFO  metric synth.avg_cell_area = 10.95 um^2
INFO  metric min_clock_period_post_route = 1.019 ns
INFO  metric yosys.area_share.simple = 30.48%
INFO  metric synth-xor-area-share = 0%
INFO  metric reg2reg_setup_slack = 0.52 ns
INFO  metric floorplan.core_area = 3416 um^2
INFO  metric grt_overflow_total = 0
INFO  metric yosys_register_bits = 4
INFO  metric clk_path_buf_depth = 2
INFO  metric top_usage_layer = met1
INFO  metric grt_first_pass_wirelength = 517 um
INFO  metric clkSlewWorstSetupHoldPaths = 0.04 ns
==> cells by family after synthesis <==
logic type	after synthesis
and+or+nand+nor	7
AOI/OAI and AO/OA	1
DFF	4
==> through the flow <==
stage	total power [mW]	area, um^2
final	0.3350	240.2
after global routing	0.3601	240.2
after CTS	0.3460	240.2
after detailed placement	0.1691	219.0
after floorplan	0.1569	131.4
after global placement	0.1673	219.0
==> area by class of cell <==
cell class | instances | area [um^2]
clock buffers | 3 | 22.52
flip-flops and latches | 4 | 80.08
well taps | 46 | 57.56
fillers | 411 | 3176
repair buffers | 3 | 28.78
multi-input cells | 8 | 51.30
==> synthesized netlist by cell type <==
master | count | area share (%)
dfxtp_1 | 4 | 61
nor3b_1 | 1 | 5.7
nor2_1 | 5 | 14
a21boi_2 | 1 | 8.6
nand2b_4 | 1 | 10
==> what timing repair did <==
item,CTS,global route
setup endpoints to repair,1,0
resized,1,0
hold buffers,0,0
buffers inserted,0,0
==> layer usage <==
| layer | wire [um] | part of all wire (%) |
|---|---|---|
| met1 | 207 | 64 |
| met2 | 60 | 19 |
| met3 | 53 | 17 |
| met4 | 0 | 0 |
| met5 | 0 | 0 |
==> worst paths after layout <==
kind	startpoint	endpoint	cells past startpoint
worst max-delay path	current[1]	det_out	1
worst min-delay path	current[3]	current[2]	2
worst max register to register	current[1]	current[0]	2
worst min register to register	current[3]	current[2]	2
==> power breakdown <==
group | internal, mW | switching, mW | total (mW)
clock network | 0.112 | 0.0562 | 0.168
registers | 0.140 | 0.00225 | 0.143
logic | 0.0138 | 0.0105 | 0.0243
Power is estimated from default activity; no workload was simulated.
